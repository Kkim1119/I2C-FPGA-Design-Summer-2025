<file path="design/flow/config.mk">
export PLATFORM = sky130hd
export DESIGN_NAME = protocol_receivebyte
export DESIGN_NICKNAME = protocol_receivebyte
export VERILOG_FILES = /design/flow/design.v
export SDC_FILE = /design/flow/constraint.sdc
export NUM_CORES = 4
export LEC_CHECK = 1
export CORE_UTILIZATION = 40
</file>
<file path="design/flow/design.v">
`timescale 1ns / 1ps
module protocol_receivebyte(
    input clk,                   
    input receivebyte_flag,      
    input read_write,            
    input reset,                 
    input sda_read,              
    output reg scl_en,           
    output reg[7:0] data_read,   
    output reg complete,         
    output reg error            
    );
    parameter[9:0] CLK_CYCLES    = 500;        
    parameter[3:0] IDLE          = 4'd0;       
    parameter[3:0] COUNTER_RESET = 4'd1;       
    parameter[3:0] SETUP         = 4'd2;       
    parameter[3:0] POSEDGE       = 4'd3;       
    parameter[3:0] COLLECT       = 4'd4;       
    parameter[3:0] COMPLETE_CLK  = 4'd5;       
    parameter[3:0] ACK           = 4'd6;       
    parameter[3:0] ACK_FIN       = 4'd7;       
    parameter[3:0] DONE          = 4'd8;       
    parameter[3:0] ERROR         = 4'd9;       
    reg[8:0] data;
    reg[9:0] clk_counter;        
    reg[3:0] bit_counter;        
    reg[3:0] current_state, next_state;
    always @(*) begin
        case (current_state) 
            IDLE: begin 
                if(receivebyte_flag) begin
                    next_state = SETUP;
                end
                else next_state = IDLE;
            end
            COUNTER_RESET: begin
                next_state = SETUP;
            end
            SETUP: begin
                if(clk_counter == CLK_CYCLES) next_state = POSEDGE;
                else next_state = SETUP;
            end
            POSEDGE: begin
                next_state = COLLECT;
            end
            COLLECT: begin
                next_state = COMPLETE_CLK;
            end
            COMPLETE_CLK: begin
                if(clk_counter == CLK_CYCLES*2) begin
                    if(bit_counter == 9) next_state = ACK;
                    else next_state = COUNTER_RESET;
                end 
                else next_state = COMPLETE_CLK;
            end
            ACK: begin
                case ({read_write, data[0]})
                    2'b00: begin
                        next_state = ACK_FIN;         
                    end
                    2'b01: begin
                        next_state = ERROR;       
                    end
                    2'b10: begin
                        next_state = ERROR;       
                    end
                    2'b11: begin
                        next_state = ACK_FIN;         
                    end
                    default: begin
                        next_state = ACK;            
                    end
                endcase 
            end
            ACK_FIN: begin
                if(clk_counter == (CLK_CYCLES/2)) begin
                    next_state = DONE;
                end
                else next_state = ACK_FIN;
            end
            DONE: begin
                next_state = IDLE;
            end
            ERROR: begin
                next_state = IDLE;
            end
            default: begin
                next_state = IDLE;
            end
        endcase
    end
    always @(posedge clk or posedge reset) begin
        if(reset) begin
            clk_counter   <= 10'd0;
            bit_counter   <= 4'd0;
            current_state <= IDLE;
            scl_en <= 1'b1;
            data_read <= 8'd0;
            complete <= 1'b0;
            error <= 1'b0;
        end
        else begin
            current_state <= next_state;
            case (current_state) 
                IDLE: begin
                    clk_counter <= 10'd0;
                    bit_counter <= 4'd0;
                    complete <= 1'b0;
                    error <= 1'b0;
                    scl_en <= 1'b0;
                    data <= 9'h1FF;
                end
                COUNTER_RESET: begin
                    clk_counter <= 10'd0;
                end
                SETUP: begin
                    clk_counter <= clk_counter + 1;
                    scl_en <= 1'b0;
                end
                POSEDGE: begin
                    bit_counter <= bit_counter + 1;
                    clk_counter <= clk_counter + 1;
                    scl_en <= 1'b1;
                end
                COLLECT: begin
                    clk_counter <= clk_counter + 1;
                    data <= {data[7:0], sda_read};
                end
                COMPLETE_CLK: begin
                    clk_counter <= clk_counter + 1;
                end
                ACK: begin
                    bit_counter <= 4'd0;
                    clk_counter <= 10'd0;
                    scl_en <= 1'b0;
                end
                ACK_FIN: begin
                    clk_counter <= clk_counter + 1;
                end
                DONE: begin
                    data_read <= data[8:1];
                    complete <= 1'b1;
                    scl_en <= 1'b1;
                end
                ERROR: begin
                    scl_en <= 1'b1;
                    error <= 1'b1;
                end
                default: begin
                    clk_counter <= 10'd0;
                    bit_counter <= 4'd0;
                    scl_en <= 1'b1;
                    data_read <= 8'd0;
                    complete <= 1'b0;
                    error <= 1'b0;
                end
            endcase
        end
    end
endmodule
</file>
<file path="design/flow/run.sh">
#!/bin/bash
# OpenROAD 26Q1-2900-gdf79404cd8, Yosys 0.63+post, stock flow scripts
make -C /OpenROAD-flow-scripts/flow DESIGN_CONFIG=/design/flow/config.mk WORK_HOME=/design/flow/orfs finish
</file>
<file path="design/flow/constraint.sdc">
current_design protocol_receivebyte

set clk_period 2.6
set clk_io_pct 0.2

create_clock -name clk0 -period $clk_period [get_ports {clk}]

set non_clock_inputs [all_inputs -no_clocks]
set_input_delay [expr $clk_period * $clk_io_pct] -clock clk0 $non_clock_inputs
set_output_delay [expr $clk_period * $clk_io_pct] -clock clk0 [all_outputs]
</file>
==> flow_metrics.py <==
# Generated from Yosys and OpenROAD reports
metrics = {
    "final_layout": {
        "fillers": 446,
        "area_delta_synth_final_pct": 16.2,
        "finalInstanceArea_um2": 2370,
        "drive_gt1_share_pct": 10.3,
        "final_cells": 271,
    },
    "global_route": {
        "globalRouteOverflowTotal": 0,
        "antenna_found_initial": 0,
        "grt_pass1_wl_mm": 6.55,
        "grt_usage_pct": 16.6,
        "grt_max_degree": 30,
        "grt_pass1_vias": 1381,
    },
    "logic_synthesis": {
        "synth-async-reset-ratio_pct": 79.5,
        "ys_area_um2": 2040,
        "netlist_area_um2": 2040,
        "syn_area_per_cell_um2": 11.1,
        "ff_type": "dfrtp_1",
        "postSynthCellCount": 185,
        "yosys_warnings": 1,
        "synthDistinctLibCells": 44,
        "ys_cells": 185,
        "synth-edff-count": 9,
        "ys_ff": 44,
        "ys_seq_share_pct": 56.2,
    },
    "worst_setup_path": {
        "critPathKind": "reg2reg",
        "max_stage_delay_ps": 670,
        "path_cells": "or4_4, nor3_4, mux2i_1",
        "crit_family": "simple AND/OR/NAND/NOR gates",
        "cpMaxStageDelayCell": "or4_4",
        "cp_data_required_time_ps": 2820,
        "setup.worst_path.start_class": "register",
        "cp.arrival_ps": 2220,
        "critPathBufInv": 0,
        "cp_max_fo": 13,
        "crit_path_end_kind": "register",
    },
    "power_and_ir_drop": {
        "seqPwrFrac_pct": 56.2,
        "p_switching_w": 0.000250,
        "switching_share_pct": 20.0,
        "power_leakage_nw": 0.863,
        "power_density_nw_per_um2": 525,
        "clockPowerShare_pct": 42.3,
        "p_comb_share_pct": 1.5,
        "p_int_w": 0.000997,
        "vdd_drop_max_mv": 0.298,
    },
    "clocking": {
        "hold_buffers": 0,
        "numCtsBuffers": 5,
        "cts_resized": 0,
        "cts_root_buffer": "clkbuf_8",
        "cts_buffer_depth": 2,
        "worstSkewPairLatency_ps": 290,
        "htreeDepth": 2,
        "postCtsSetupBuffers": 0,
        "clkTransAtPathRegs_ps": 80,
        "cts_tree": "built",
        "clock-sinks": 44,
    },
    "sta": {
        "report.final.slew_viol_count": 0,
        "hold_viol": 0,
        "setup_viol": 0,
        "slew_headroom_pct": 53.9,
        "clock_skew_ps": 2.83,
        "max_freq_ghz": 0.501,
        "whs_ps": 477,
        "worst_pin_slew_ps": 689,
        "rsz0062_at_grt": "no",
        "timing.final.crit_share_pct": 76.7,
        "fin_tns_setup_ps": 0,
        "fin_crit_ps": 2000,
    },
    "detailed_routing": {
        "post_drt_wl_per_cell_um": 13.5,
        "totalWireLength_mm": 3.65,
        "ant_nets": 0,
        "dr.first_iter.drc_count": 94,
        "drc": 0,
        "vias": 1399,
        "vias_per_cell": 5.16,
        "diodes": 0,
        "first_pass_iters": 4,
    },
    "floorplan": {
        "die-area_um2": 5400,
        "die_y_um": 73.5,
        "floorplan.core_util_pct": 42.4,
        "rows": 25,
        "core_area_um2": 4820,
        "dieWidth_um": 73.5,
        "ios": 16,
    },
    "run_status": {
        "status": "finished clean",
    },
    "job": {
        "max_cap_viol_count": 0,
        "warnings": 28,
    },
    "placement": {
        "dpl-instance-area_um2": 2260,
        "numPortBuffers": 15,
        "gp_congestion": 0.798,
        "dpl.cell_count": 263,
        "dp_hpwl_mm": 2.57,
    },
    "hold_path": {
        "min_path_type": "reg2reg",
    },
}
## registers in the layout (all words and copies together), names as in the netlist
name           count
clk_counter       10
current_state     10
data               9
data_read          8
bit_counter        4
complete           1
error              1
scl_en             1
## routing by layer
| metal | up-vias | wire length [µm] | track usage [%] | share of wire [%] |
|---|---|---|---|---|
| met2 | 20 | 1720 | 25.5 | 47 |
| met4 | 0 | 22 | 2.14 | 0.60 |
| li1 | 683 | - | - | - |
| met1 | 694 | 1760 | 25.7 | 48 |
| met3 | 2 | 136 | 4.44 | 3.7 |
| met5 | - | 0 | 0 | 0 |
## kinds of logic after synthesis
logic type,synth area share [%]
AND/OR/NAND/NOR,20.9
flip-flops,56.2
AND-OR/OR-AND,9.00
buffers and inverters,5.02
multiplexers,5.02
adder cells (fa/ha/maj),3.06
XOR/XNOR,0.857
## layout make-up
| cell class | instances | area (µm²) | share of cell area, % |
|---|---|---|---|
| Clock buffer | 5 | 68.8 | 2.90 |
| Clock inverter | 3 | 47.5 | 2.00 |
| Inverter | 20 | 75.1 | 3.16 |
| Multi-Input combinational cell | 116 | 793 | 33.4 |
| Sequential cell | 44 | 1150 | 48.4 |
| Tap cell | 67 | 83.8 | 3.53 |
| Timing Repair Buffer | 16 | 158 | 6.64 |
## cell usage in the layout, fill, tap and decap left out, types with 6 or more instances in the layout
cell             netlist  routed
a21oi_1                7       7
o21ai_0               11      11
dfrtp_1               33      33
edfxtp_1               9       9
or3_1                  6       6
nand2b_1              10      10
nor2_1                 6       6
nand2_1               14      14
mux2i_1                8       8
inv_1                 20      20
clkdlybuf4s50_1        0      15
## per-stage QoR
stage	worst slack, ps	util (%)	power (W)
after floorplan	852	-	0.000724
after global placement	671	46.9	0.000734
after detailed placement	601	46.9	0.000735
after CTS	577	49.3	0.00126
after global routing	472	49.3	0.00130
final	605	49.3	0.00125
## worst reg2reg max path: cells and delay by family (launching register included)
kind | cells | cell delay (ps)
and+or+nand+nor | 2 | 1150
DFF | 1 | 520
muxes | 1 | 250
## power groups by stage
stage     clock network, W   logic, W  registers [W]
6_report          0.000527  0.0000189       0.000701
5_1_grt           0.000577  0.0000222       0.000701
4_1_cts           0.000539  0.0000199       0.000701
## final timing paths
| kind | start | end | slack [ps] | depth (start not counted) |
|---|---|---|---|---|
| max | current_state[2] | data_read[2] | 600 | 3 |
| min | scl_en | scl_en | 480 | 2 |
| max reg2reg | current_state[2] | data_read[2] | 600 | 3 |
| min reg2reg | scl_en | scl_en | 480 | 2 |
| max in group asynchronous | reset | current_state[0] | 1430 | 3 |
| min in group asynchronous | reset | data_read[3] | 490 | 2 |
## synth_stat cells, drive strengths merged (2+ instances only)
cell type	n	area, µm²
a21oi	8	43.8
and2	3	18.8
buf	2	16.3
clkbuf	3	11.3
dfrtp	33	826
dfstp	2	52.6
edfxtp	9	270
ha	5	62.6
inv	20	75.1
mux2	2	22.5
mux2i	8	80.1
nand2	14	52.6
nand2b	10	62.6
nand3	5	25.0
nand4b	2	17.5
nand4bb	2	22.5
nor2	7	28.8
nor4	4	31.3
o211ai	2	15.0
o21ai	13	65.1
o31ai	5	37.5
or3	6	37.5
or4	7	65.1
Power and IR drop assume default switching activity.
