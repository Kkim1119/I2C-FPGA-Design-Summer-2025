$ cat flow/config.mk
export PLATFORM = sky130hd
export DESIGN_NAME = protocol_sendbyte
export DESIGN_NICKNAME = protocol_sendbyte
export VERILOG_FILES = /design/flow/design.v
export SDC_FILE = /design/flow/constraint.sdc
export NUM_CORES = 4
export LEC_CHECK = 1
export CORE_UTILIZATION = 30
$ cat flow/constraint.sdc
current_design protocol_sendbyte

set clk_period 2.5
set clk_io_pct 0.2

create_clock -name clk0 -period $clk_period [get_ports {clk}]

set non_clock_inputs [all_inputs -no_clocks]
set_input_delay [expr $clk_period * $clk_io_pct] -clock clk0 $non_clock_inputs
set_output_delay [expr $clk_period * $clk_io_pct] -clock clk0 [all_outputs]
$ cat flow/design.v
`timescale 1ns / 1ps
module protocol_sendbyte(
    input clk,               
    input sendbyte_flag,     
    input[7:0] data,         
    input reset,             
    input sda_read,          
    output reg scl_en,       
    output reg sda_en,       
    output reg complete,     
    output reg error        
    );
    parameter[9:0] CLK_CYCLES    = 500;      
    parameter[3:0] IDLE          = 4'd0;     
    parameter[3:0] COUNTER_RESET = 4'd1;     
    parameter[3:0] SETUP         = 4'd2;     
    parameter[3:0] POSEDGE       = 4'd3;     
    parameter[3:0] COMPLETE_CLK  = 4'd4;     
    parameter[3:0] ACK           = 4'd5;     
    parameter[3:0] ACK_FIN       = 4'd6;     
    parameter[3:0] DONE          = 4'd7;     
    parameter[3:0] ERROR         = 4'd8;     
    reg[9:0] clk_counter;    
    reg[3:0] bit_counter;    
    reg[3:0] current_state, next_state;
    always @(*) begin
        case (current_state)
            IDLE: begin
                if(sendbyte_flag) begin 
                    next_state = SETUP;
                end
                else next_state = IDLE;
            end
            COUNTER_RESET: begin
                next_state = SETUP;
            end
            SETUP: begin
                if(clk_counter == CLK_CYCLES) next_state = POSEDGE;
                else next_state = SETUP;
            end
            POSEDGE: begin
                next_state = COMPLETE_CLK;
            end
            COMPLETE_CLK: begin
                if(clk_counter == CLK_CYCLES*2) begin
                    if(bit_counter == 9) next_state = ACK;
                    else next_state = COUNTER_RESET;
                end
                else next_state = COMPLETE_CLK;
            end
            ACK: begin
                if(!sda_read) begin
                    next_state = ACK_FIN;
                end
                else next_state = ERROR;
            end
            ACK_FIN: begin
                if(clk_counter == (CLK_CYCLES/2)) begin
                    next_state = DONE;
                end
                else next_state = ACK_FIN;
            end
            DONE: begin
                next_state = IDLE;
            end
            ERROR: begin
                next_state = IDLE;
            end
            default: begin
                next_state = IDLE;
            end
        endcase
    end
    always @(posedge clk or posedge reset) begin
        if(reset) begin
            clk_counter   <= 10'd0;
            bit_counter   <= 4'd0;
            current_state <= IDLE;
            scl_en <= 1'b1;
            sda_en <= 1'b1;
            complete <= 1'b0;
            error <= 1'b0;
        end
        else begin
            current_state <= next_state;
            case (current_state)
                IDLE: begin
                    clk_counter <= 10'd0;
                    bit_counter <= 4'd0;
                    scl_en <= 1'b0;
                    sda_en <= 1'b1;
                    complete <= 1'b0;
                    error <= 1'b0;
                end
                COUNTER_RESET: begin
                    clk_counter <= 10'd0;
                end
                SETUP: begin
                    clk_counter <= clk_counter + 1;
                    scl_en <= 1'b0;
                    if(bit_counter == 8) sda_en <= 1'b1;
                    else sda_en <= data[7-bit_counter];
                    complete <= 1'b0;
                    error <= 1'b0;
                end
                POSEDGE: begin
                    bit_counter <= bit_counter + 1;
                    clk_counter <= clk_counter + 1;
                    scl_en <= 1'b1;
                end
                COMPLETE_CLK: begin
                    clk_counter <= clk_counter + 1;
                end
                ACK: begin
                    bit_counter <= 4'd0;
                    clk_counter <= 10'd0;
                    scl_en <= (!sda_read) ? 1'b0 : 1'b1;
                end
                ACK_FIN: begin
                    clk_counter <= clk_counter + 1;
                end
                DONE: begin
                    clk_counter <= 10'd0;
                    bit_counter <= 4'd0;
                    complete <= 1'b1;
                    error <= 1'b0;
                    scl_en <= 1'b0;
                    sda_en <= 1'b0;
                end
                ERROR: begin
                    clk_counter <= 10'd0;
                    bit_counter <= 4'd0;
                    complete <= 1'b0;
                    error <= 1'b1;
                    scl_en <= 1'b1;
                    sda_en <= 1'b1;
                end
                default: begin
                    clk_counter <= 10'd0;
                    bit_counter <= 4'd0;
                    scl_en <= 1'b1;
                    sda_en <= 1'b1;
                    complete <= 1'b0;
                    error <= 1'b0;
                end
            endcase
        end
    end
endmodule
$ cat flow/run.sh
#!/bin/bash
# OpenROAD 26Q1-2900-gdf79404cd8, Yosys 0.63+post, stock flow scripts
make -C /OpenROAD-flow-scripts/flow DESIGN_CONFIG=/design/flow/config.mk WORK_HOME=/design/flow/orfs finish
==> impl_table.tex <==
% Implementation results table
\begin{tabular}{lr}
\hline
Metric & Value \\
\hline
\multicolumn{2}{l}{\textbf{Floorplanning}} \\
Core utilization before placement & 0.317 \\
Die Outline Area & roughly 5000 um\^{}2 \\
Vertical extent of the die & slightly above 70 um \\
Core Rows & 24 \\
Top-Level Pins & 16 \\
Area of the core region & about 4400 um\^{}2 \\
Width of the chip & approximately 71 um \\
\multicolumn{2}{l}{\textbf{Worst setup path}} \\
Crit path max-delay cell type & dfstp\_2 \\
Worst Setup End Kind & output port \\
Worst setup path category & flip-flop to output port \\
Number of buffers and inverters on the critical path & 1 \\
Crit path arrival time & 1.26 ns \\
Highest net fanout along the worst path & 2 \\
Worst EP required & 2.00 ns \\
Category of the worst setup path launch point & flip-flop \\
Cell family with the largest share of critical-path delay & flip-flops \\
Cells along the critical path & clkdlybuf4s50\_1 \\
Delay contributed by the slowest stage of the critical path & approximately 0.54 ns \\
\multicolumn{2}{l}{\textbf{Timing}} \\
Max Fclk & around 0.57 GHz \\
Post-route clock skew & between 0.006 and 0.007 ns \\
Final period util & 0.706 \\
Relative slew slack & 0.593 \\
Setup slack after layout & $\sim$0.74 ns \\
Final period demand of the worst path & between 1.5 and 2 ns \\
Hold Violations, Final & 0 \\
Number of slew-limit violations in the final report & 0 \\
Actual transition at the worst max-transition pin & $\sim$0.6 ns \\
Setup repair after global routing missed its margin & false \\
Summed negative setup slack over all endpoints & 0 ns \\
Setup-failing EPs final & 0 \\
\multicolumn{2}{l}{\textbf{Synthesis}} \\
Yosys warning count & 1 \\
Post-synth area from yosys stat & approximately 1400 um\^{}2 \\
Area share of xor/xnor cells in the synthesized design & 0.0187 \\
Count of unique library cells instantiated by Yosys & $\sim$40 \\
Max-area cell share & 0.426 \\
Mean instance size in the synthesized netlist & about 11 um\^{}2 \\
Synth async-reset ratio & 1.00 \\
Compound Share, Synth & 0.117 \\
Top FF cell, synth & dfrtp\_1 \\
Dominant cells by area after synthesis & dfrtp\_1, dfstp\_2, ha\_1 \\
\#FFs+latches synth & 27 \\
Post-synthesis share of cell area spent on and, or, nand and nor gates & 0.229 \\
Cell type with the largest total area & dfrtp\_1 \\
Adder-cell share of the synthesized area & 0.0533 \\
Netlist area before placement & approximately 1400 um\^{}2 \\
Sequential share of the synthesized area & 0.482 \\
Synthesized netlist cell count & about 130 \\
Portion of netlist area occupied by mux cells & 0.0480 \\
Number of enable-type register cells in the synthesized netlist & 0 \\
Total cells reported by yosys after synthesis & 132 \\
Largest family of logic cells by area & simple AND/OR/NAND/NOR gates \\
\multicolumn{2}{l}{\textbf{Routing}} \\
Number of remaining DRC errors & 0 \\
Routed len/inst & $\sim$12 um \\
Number of nets with antenna violations after detailed routing & 0 \\
DRC violation total after the first TritonRoute iteration & 63 \\
Number of optimization iterations in the first detailed-route pass & 21 \\
Vias per cell & between 5 and 6 \\
Routed via count & just over 1k \\
Number of antenna cells inserted & 0 \\
Final WL & 2.47 mm \\
\multicolumn{2}{l}{\textbf{Pwr}} \\
Leak Pwr & $\sim$0.00064 uW \\
Worst IR Drop VDD & between 300 and 400 uV \\
Power Dens Cells & about 430 nW/um\^{}2 \\
\multicolumn{2}{l}{\textbf{Clock network}} \\
Post-CTS Setup Inserts & 0 \\
Clock root buffer master & clkbuf\_8 \\
H-tree depth & 1 \\
Count of hold buffers inserted by post-cts repair & 0 \\
Clock tree from TritonCTS & done \\
Maximum count of clock buffers along a single path & 2 \\
Clock transition at the register clock pins on the worst setup and hold paths after CTS & roughly 0.10 ns \\
Count of clock tree sinks & 27 \\
Number of gates resized after cts & 0 \\
Clock latency on the worst-skew pair & 0.27 ns \\
TritonCTS Buffers & 3 \\
\multicolumn{2}{l}{\textbf{Layout}} \\
Top logic cells by instance count in the layout & dfrtp\_1, clkdlybuf4s50\_1, inv\_1 \\
Fillers & 427 \\
Final non-filler cell total & about 200 \\
Most common library cell in the layout ignoring fill and taps & dfrtp\_1 \\
Combinational cell area excluding buffers and inverters & roughly 660 um\^{}2 \\
Fraction of layout instances using a drive strength above 1 & 0.141 \\
Sequential cell area & between 600 and 700 um\^{}2 \\
Layout-stage area growth over the synthesis result & 17.3\% \\
\multicolumn{2}{l}{\textbf{Flow run}} \\
Warning total across the stage logs & 29 \\
Max\_cap viols & 0 \\
\multicolumn{2}{l}{\textbf{Global routing}} \\
Total track usage & 0.112 \\
Global-route congestion overflow total & 0 \\
Pin count of the biggest net entering global routing & 28 \\
Initial antenna violation count & 0 \\
Number of global-route vias before repair & about 1k \\
First-pass GRT wire length & $\sim$4.5 mm \\
\multicolumn{2}{l}{\textbf{Placement}} \\
Final estimated routing congestion in global placement & $\sim$0.78 \\
Minimum setup slack after placement & approximately 0.86 ns \\
Count of input and output buffers & 15 \\
\# placed instances & between 150 and 200 \\
Placed wire-length estimate & 1.81 mm \\
\multicolumn{2}{l}{\textbf{Status}} \\
Result of the run & finished clean \\
\multicolumn{2}{l}{\textbf{Worst hold path}} \\
Path class of the lowest-slack min-delay path & flip-flop to flip-flop \\
\hline
\end{tabular}
[state kept, by name, summed over array words and instances (netlist names)]
signal,flops
bit_counter,4
clk_counter,10
complete,1
current_state,9
error,1
scl_en,1
sda_en,1
[cell families (layout without fill, tap and decap cells)]
group                      after synthesis  count (layout)
AOI/OAI and AO/OA                       27              27
DFF                                     27              27
xor gates and xnor gates                 3               3
and+or+nand+nor                         49              49
muxes                                    5               5
buffers and inverters                   15              32
adders and majority gates                6               6
[per-stage QoR]
stage | hold slack, ns | area [um^2] | power, uW | utilization
6_report | 0.493 | 1650 | 716 | 0.372
3_3_place_gp | 0.464 | 1600 | 475 | 0.361
4_1_cts | 0.499 | 1650 | 728 | 0.372
5_1_grt | 0.537 | 1650 | 748 | 0.372
3_5_place_dp | 0.477 | 1600 | 476 | 0.361
2_1_floorplan | 0.441 | 1410 | 454 | -
[path summary, 6_finish.rpt]
check                                                 from                    endpoint  slack, ns  cells past startpoint
worst max-delay path                    sda_en$_DFFE_PP1N_                      sda_en       0.74                      1
worst max register to register  current_state[3]$_DFF_PP0_  bit_counter[0]$_DFFE_PP0N_       0.97                      3
worst min-delay path            current_state[1]$_DFF_PP0_  current_state[0]$_DFF_PP1_       0.49                      2
min in group asynchronous                            reset  current_state[4]$_DFF_PP0_       0.57                      3
worst min register to register  current_state[1]$_DFF_PP0_  current_state[0]$_DFF_PP1_       0.49                      2
max in group asynchronous                            reset          sda_en$_DFFE_PP1N_       1.63                      3
[cell type report]
type / count / area share
Tap cell: 52 / 0.0394
Clock buffer: 3 / 0.0250
Sequential cell: 27 / 0.411
Inverter: 12 / 0.0273
Timing Repair Buffer: 16 / 0.0954
Clock inverter: 1 / 0.00454
Multi-Input combinational cell: 90 / 0.397
[cells in the mapped netlist (2+ instances only)]
cell type / instances
a21oi_1: 8
buf_6: 2
dfrtp_1: 24
dfstp_2: 3
ha_1: 6
inv_1: 12
mux2_2: 4
nand2_1: 6
nand3_1: 6
nand4_1: 2
nand4b_1: 3
nor2_1: 9
nor2b_1: 2
nor3_1: 2
nor3b_1: 2
nor4_1: 3
o21ai_0: 9
o22ai_1: 2
o31ai_1: 2
or3_1: 2
or3_2: 2
or4_4: 2
xnor2_1: 2
[where the power goes]
part / switching [uW] / internal (uW)
logic: 11.2 / 18.3
clock network: 137 / 113
registers: 0.000000000000126 / 437
total: 148 / 568
[layer usage]
metal  global-route usage  part of all wire  up-vias
li1                     -                 -      514
met1                0.163              0.48      494
met2                0.186              0.46       23
met3               0.0260             0.054        2
met4              0.00889             0.010        0
met5                    0                 0        -
Power and IR drop assume default switching activity.
